`/design/flow/design.v`:
```
`timescale 1ns / 1ps
(* keep_hierarchy = "yes" *) module FPU
(
    input CLK,
    input RST,
    input [63:0] INPUT_1,
    input [63:0] INPUT_2,
    input [63:0] INPUT_3,
    input [2:0] Rounding_Mode,
    input [2:0] FPU_OPERATION,
    input [2:0] FPU_SUB_OPERATION,
    input SP_DP,
    output reg [63:0] OUTPUT,
    output reg INVALID,
    output reg DIVIDE_BY_ZERO,
    output reg OVERFLOW,
    output reg UNDERFLOW,
    output reg INEXACT
);
reg [63:0] OUTPUT_int;
reg READY_int;
reg INVALID_int;
reg DIVIDE_BY_ZERO_int;
reg OVERFLOW_int;
reg UNDERFLOW_int;
reg INEXACT_int;
wire [65:0] OUTPUT_ADD;
wire [65:0] OUTPUT_MULT;
wire [65:0] OUTPUT_DIV;
wire [65:0] OUTPUT_SQRT;
wire [65:0] OUTPUT_FUSED_MULT_ADD = FPU_SUB_OPERATION[1] ? (SP_DP ? (OUTPUT_ADD ^ 66'h08000000000000000) : (OUTPUT_ADD ^ 66'h0000000080000000)) : OUTPUT_ADD;
wire [63:0] OUTPUT_COMPARE;
wire [63:0] OUTPUT_CONVERT;
wire [31:0] OUTPUT_TRANSFER;
wire INVALID_ADD;
wire INVALID_MULT;
wire INVALID_DIV;
wire INVALID_SQRT;
wire INVALID_COMPARE;
wire INVALID_CONVERT;
wire DIVIDE_BY_ZERO_DIV;
wire OVERFLOW_ADD;
wire OVERFLOW_MULT;
wire OVERFLOW_DIV;
wire OVERFLOW_SQRT;
wire OVERFLOW_CONVERT;
wire UNDERFLOW_ADD;
wire UNDERFLOW_MULT;
wire UNDERFLOW_DIV;
wire UNDERFLOW_SQRT;
wire UNDERFLOW_CONVERT;
wire INEXACT_ADD;
wire INEXACT_MULT;
wire INEXACT_DIV;
wire INEXACT_SQRT;
wire INEXACT_CONVERT;
reg [65:0] OUTPUT_FPC_IEEE;
wire [63:0] OUTPUT_IEEE_SP;
wire [63:0] OUTPUT_IEEE_DP;
wire [63:0] OUTPUT_IEEE = SP_DP ? OUTPUT_IEEE_DP : {{32{1'b0}},OUTPUT_IEEE_SP[31:0]};
wire [65:0] INPUT_1_FLOPOCO_SP;
wire [65:0] INPUT_2_FLOPOCO_SP;
wire [65:0] INPUT_3_FLOPOCO_SP;
wire [65:0] INPUT_1_FLOPOCO_DP;
wire [65:0] INPUT_2_FLOPOCO_DP;
wire [65:0] INPUT_3_FLOPOCO_DP;
wire [65:0] INPUT_1_FLOPOCO = SP_DP ? INPUT_1_FLOPOCO_DP : {{32{1'b0}},INPUT_1_FLOPOCO_SP[33:0]};
wire [65:0] INPUT_2_FLOPOCO = SP_DP ? INPUT_2_FLOPOCO_DP : {{32{1'b0}},INPUT_2_FLOPOCO_SP[33:0]};
wire [65:0] INPUT_3_FLOPOCO = SP_DP ? INPUT_3_FLOPOCO_DP : {{32{1'b0}},INPUT_3_FLOPOCO_SP[33:0]};
wire [65:0] INPUT_1_ADD = (FPU_OPERATION == 3'b000) ? INPUT_1_FLOPOCO : (FPU_OPERATION == 3'b110) ? OUTPUT_MULT : {66{1'b0}};
wire [65:0] INPUT_2_ADD = (FPU_OPERATION == 3'b000) ? INPUT_2_FLOPOCO : (FPU_OPERATION == 3'b110) ? INPUT_3_FLOPOCO : {66{1'b0}};
wire [65:0] INPUT_1_MULT = ((FPU_OPERATION == 3'b001) | (FPU_OPERATION == 3'b110)) ? INPUT_1_FLOPOCO : {66{1'b0}};
wire [65:0] INPUT_2_MULT = ((FPU_OPERATION == 3'b001) | (FPU_OPERATION == 3'b110)) ? INPUT_2_FLOPOCO : {66{1'b0}};
wire [65:0] INPUT_1_DIV = (FPU_OPERATION == 3'b010) ? INPUT_1_FLOPOCO : {66{1'b0}};
wire [65:0] INPUT_2_DIV = (FPU_OPERATION == 3'b010) ? INPUT_2_FLOPOCO : {66{1'b0}};
wire [65:0] INPUT_SQRT = (FPU_OPERATION == 3'b011) ? INPUT_1_FLOPOCO : {66{1'b0}};
wire [63:0] INPUT_1_COMPARE = (FPU_OPERATION == 3'b100) ? INPUT_1 : {64{1'b0}};
wire [63:0] INPUT_2_COMPARE = (FPU_OPERATION == 3'b100) ? INPUT_2 : {64{1'b0}};
wire [63:0] INPUT_1_CONVERT = (FPU_OPERATION == 3'b101) ? INPUT_1 : {64{1'b0}};
wire [63:0] INPUT_2_CONVERT = (FPU_OPERATION == 3'b101) ? INPUT_2 : {64{1'b0}};
wire [63:0] INPUT_TRANSFER = (FPU_OPERATION == 3'b111) ? INPUT_1 : {64{1'b0}};
wire [63:0] INPUT_1_IEEE_FPC_SP = ((SP_DP == 1'b0) | (FPU_OPERATION == 3'b000) | (FPU_OPERATION == 3'b001) | (FPU_OPERATION == 3'b010) | (FPU_OPERATION == 3'b011) | (FPU_OPERATION == 3'b110)) ? INPUT_1 : {64{1'b0}};
wire [63:0] INPUT_2_IEEE_FPC_SP = ((SP_DP == 1'b0) | (FPU_OPERATION == 3'b000) | (FPU_OPERATION == 3'b001) | (FPU_OPERATION == 3'b010) | (FPU_OPERATION == 3'b011) | (FPU_OPERATION == 3'b110)) ? INPUT_2 : {64{1'b0}};
wire [63:0] INPUT_3_IEEE_FPC_SP = ((SP_DP == 1'b0) | (FPU_OPERATION == 3'b000) | (FPU_OPERATION == 3'b001) | (FPU_OPERATION == 3'b010) | (FPU_OPERATION == 3'b011) | (FPU_OPERATION == 3'b110)) ? INPUT_3 : {64{1'b0}};
wire [63:0] INPUT_1_IEEE_FPC_DP = ((SP_DP == 1'b1) | (FPU_OPERATION == 3'b000) | (FPU_OPERATION == 3'b001) | (FPU_OPERATION == 3'b010) | (FPU_OPERATION == 3'b011) | (FPU_OPERATION == 3'b110)) ? INPUT_1 : {64{1'b0}};
wire [63:0] INPUT_2_IEEE_FPC_DP = ((SP_DP == 1'b1) | (FPU_OPERATION == 3'b000) | (FPU_OPERATION == 3'b001) | (FPU_OPERATION == 3'b010) | (FPU_OPERATION == 3'b011) | (FPU_OPERATION == 3'b110)) ? INPUT_2 : {64{1'b0}};
wire [63:0] INPUT_3_IEEE_FPC_DP = ((SP_DP == 1'b1) | (FPU_OPERATION == 3'b000) | (FPU_OPERATION == 3'b001) | (FPU_OPERATION == 3'b010) | (FPU_OPERATION == 3'b011) | (FPU_OPERATION == 3'b110)) ? INPUT_3 : {64{1'b0}};
always @ (*) begin
    if (RST) begin
        OUTPUT <= {64{1'b0}};
        INVALID <= 1'b0;
        DIVIDE_BY_ZERO <= 1'b0;
        OVERFLOW <= 1'b0;
        UNDERFLOW <= 1'b0;
        INEXACT <= 1'b0;    
    end
    else begin
        OUTPUT <= OUTPUT_int;
        INVALID <= INVALID_int;
        DIVIDE_BY_ZERO <= DIVIDE_BY_ZERO_int;
        OVERFLOW <= OVERFLOW_int;
        UNDERFLOW <= UNDERFLOW_int;
        INEXACT <= INEXACT_int;   
    end
end
always @(*) begin
    case(FPU_OPERATION)
        3'b000 : begin
            OUTPUT_int = OUTPUT_IEEE;
            OUTPUT_FPC_IEEE = OUTPUT_ADD;
        end
        3'b001 : begin
            OUTPUT_int = OUTPUT_IEEE;   
            OUTPUT_FPC_IEEE = OUTPUT_MULT;   
        end
        3'b010 : begin
            OUTPUT_int = OUTPUT_IEEE;     
            OUTPUT_FPC_IEEE = OUTPUT_DIV; 
        end
        3'b011 : begin
            OUTPUT_int = OUTPUT_IEEE;    
            OUTPUT_FPC_IEEE = OUTPUT_SQRT; 
        end
        3'b100 : begin
            OUTPUT_int = OUTPUT_COMPARE;  
            OUTPUT_FPC_IEEE = {66{1'b0}};
        end
        3'b101 : begin
            OUTPUT_int = OUTPUT_CONVERT; 
            OUTPUT_FPC_IEEE = {66{1'b0}};       
        end
        3'b110 : begin
            OUTPUT_int = OUTPUT_IEEE; 
            OUTPUT_FPC_IEEE = OUTPUT_FUSED_MULT_ADD;  
        end
        3'b111 : begin
            OUTPUT_int = {{32{1'b0}},OUTPUT_TRANSFER}; 
            OUTPUT_FPC_IEEE = {66{1'b0}};       
        end
        default: begin
            OUTPUT_int = {64{1'b0}};  
            OUTPUT_FPC_IEEE = {66{1'b0}};      
        end
    endcase
end
always @(*) begin
    case(FPU_OPERATION)
        3'b000 : begin
            INVALID_int <= INVALID_ADD;
            DIVIDE_BY_ZERO_int <= 1'b0;
            OVERFLOW_int <= OVERFLOW_ADD;
            UNDERFLOW_int <= UNDERFLOW_ADD;
            INEXACT_int <= INEXACT_ADD;
        end
        3'b001 : begin
            INVALID_int <= INVALID_MULT;
            DIVIDE_BY_ZERO_int <= 1'b0;
            OVERFLOW_int <= OVERFLOW_MULT;
            UNDERFLOW_int <= UNDERFLOW_MULT;
            INEXACT_int <= INEXACT_MULT;            
        end
        3'b010 : begin
            INVALID_int <= INVALID_DIV;
            DIVIDE_BY_ZERO_int <= DIVIDE_BY_ZERO_DIV;
            OVERFLOW_int <= OVERFLOW_DIV;
            UNDERFLOW_int <= UNDERFLOW_DIV;
            INEXACT_int <= INEXACT_DIV;  
        end
        3'b011 : begin
            INVALID_int <= INVALID_SQRT;
            DIVIDE_BY_ZERO_int <= 1'b0;
            OVERFLOW_int <= OVERFLOW_SQRT;
            UNDERFLOW_int <= UNDERFLOW_SQRT;
            INEXACT_int <= INEXACT_SQRT;    
        end
        3'b100 : begin
            INVALID_int <= INVALID_COMPARE;
            DIVIDE_BY_ZERO_int <= 1'b0;
            OVERFLOW_int <= 1'b0;
            UNDERFLOW_int <= 1'b0;
            INEXACT_int <= 1'b0;   
        end
        3'b101 : begin
            INVALID_int <= INVALID_CONVERT;
            DIVIDE_BY_ZERO_int <= 1'b0;
            OVERFLOW_int <= OVERFLOW_CONVERT;
            UNDERFLOW_int <= UNDERFLOW_CONVERT;
            INEXACT_int <= INEXACT_CONVERT;          
        end
        3'b110 : begin
            INVALID_int <= INVALID_MULT | INVALID_ADD;
            DIVIDE_BY_ZERO_int <= 1'b0;
            OVERFLOW_int <= OVERFLOW_ADD;
            UNDERFLOW_int <= UNDERFLOW_ADD;
            INEXACT_int <= INEXACT_ADD | INEXACT_MULT;    
        end
        3'b111 : begin
            INVALID_int <= 1'b0;
            DIVIDE_BY_ZERO_int <= 1'b0;
            OVERFLOW_int <= 1'b0;
            UNDERFLOW_int <= 1'b0;
            INEXACT_int <= 1'b0;       
        end
        default: begin
            INVALID_int <= 1'b0;
            DIVIDE_BY_ZERO_int <= 1'b0;
            OVERFLOW_int <= 1'b0;
            UNDERFLOW_int <= 1'b0;
            INEXACT_int <= 1'b0;       
        end
    endcase
end
ADD fpu_add(    .INPUT_1(INPUT_1_ADD), 
                .INPUT_2(INPUT_2_ADD), 
                .Rounding_Mode(Rounding_Mode), 
                .SP_DP(SP_DP), 
                .ADD_SUB(FPU_SUB_OPERATION[0]), 
                .OUTPUT(OUTPUT_ADD),
                .INVALID(INVALID_ADD),
                .OVERFLOW(OVERFLOW_ADD),
                .UNDERFLOW(UNDERFLOW_ADD),
                .INEXACT(INEXACT_ADD));
MULT fpu_mult(  .INPUT_1(INPUT_1_MULT), 
                .INPUT_2(INPUT_2_MULT), 
                .Rounding_Mode(Rounding_Mode), 
                .SP_DP(SP_DP),
                .OUTPUT(OUTPUT_MULT),
                .INVALID(INVALID_MULT),
                .OVERFLOW(OVERFLOW_MULT),
                .UNDERFLOW(UNDERFLOW_MULT),
                .INEXACT(INEXACT_MULT));
DIV fpu_div(    .INPUT_1(INPUT_1_DIV), 
                .INPUT_2(INPUT_2_DIV), 
                .Rounding_Mode(Rounding_Mode), 
                .SP_DP(SP_DP),
                .OUTPUT(OUTPUT_DIV),
                .INVALID(INVALID_DIV),
                .DIVIDE_BY_ZERO(DIVIDE_BY_ZERO_DIV),
                .OVERFLOW(OVERFLOW_DIV),
                .UNDERFLOW(UNDERFLOW_DIV),
                .INEXACT(INEXACT_DIV));               
SQRT fpu_sqrt(  .INPUT(INPUT_SQRT),
                .Rounding_Mode(Rounding_Mode), 
                .SP_DP(SP_DP),
                .OUTPUT(OUTPUT_SQRT),
                .INVALID(INVALID_SQRT),
                .OVERFLOW(OVERFLOW_SQRT),
                .UNDERFLOW(UNDERFLOW_SQRT),
                .INEXACT(INEXACT_SQRT)); 
COMPARE fpu_compare(    .INPUT_1(INPUT_1_COMPARE), 
                        .INPUT_2(INPUT_2_COMPARE),  
                        .SP_DP(SP_DP),
                        .OPERATION(FPU_SUB_OPERATION),
                        .OUTPUT(OUTPUT_COMPARE),
                        .INVALID(INVALID_COMPARE));    
CONVERT fpu_convert(    .INPUT_1(INPUT_1_CONVERT), 
                        .INPUT_2(INPUT_2_CONVERT),
                        .Rounding_Mode(Rounding_Mode),   
                        .SP_DP(SP_DP),
                        .OPERATION(FPU_SUB_OPERATION),
                        .OUTPUT(OUTPUT_CONVERT),
                        .INVALID(INVALID_CONVERT),
                        .OVERFLOW(OVERFLOW_CONVERT),
                        .UNDERFLOW(UNDERFLOW_CONVERT),
                        .INEXACT(INEXACT_CONVERT));
TRANSFER fpu_transfer(  .INPUT(INPUT_TRANSFER),
                        .SP_DP(SP_DP),
                        .OPERATION(FPU_SUB_OPERATION),
                        .OUTPUT(OUTPUT_TRANSFER));
IEEE_TO_FLOPOCO_DP fpu_ieee_to_flopoco_dp_1(.X(INPUT_1_IEEE_FPC_DP),
                                            .R(INPUT_1_FLOPOCO_DP));
IEEE_TO_FLOPOCO_SP fpu_ieee_to_flopoco_sp_1(.X(INPUT_1_IEEE_FPC_SP[31:0]),
                                            .R(INPUT_1_FLOPOCO_SP[33:0]));
IEEE_TO_FLOPOCO_DP fpu_ieee_to_flopoco_dp_2(.X(INPUT_2_IEEE_FPC_DP),
                                            .R(INPUT_2_FLOPOCO_DP));
IEEE_TO_FLOPOCO_SP fpu_ieee_to_flopoco_sp_2(.X(INPUT_2_IEEE_FPC_SP[31:0]),
                                            .R(INPUT_2_FLOPOCO_SP[33:0]));
IEEE_TO_FLOPOCO_DP fpu_ieee_to_flopoco_dp_3(.X(INPUT_3_IEEE_FPC_DP),
                                            .R(INPUT_3_FLOPOCO_DP));
IEEE_TO_FLOPOCO_SP fpu_ieee_to_flopoco_sp_3(.X(INPUT_3_IEEE_FPC_SP[31:0]),
                                            .R(INPUT_3_FLOPOCO_SP[33:0]));
FLOPOCO_TO_IEEE_DP fpu_flopoco_to_ieee_dp(  .X(OUTPUT_FPC_IEEE),
                                            .R(OUTPUT_IEEE_DP));
FLOPOCO_TO_IEEE_SP fpu_flopoco_to_ieee_sp(  .X(OUTPUT_FPC_IEEE[33:0]),
                                            .R(OUTPUT_IEEE_SP[31:0]));
endmodule
module Store_Queue #(
  parameter ADDR_W = 40,
  parameter DATA_W = 64,
  parameter DEPTH = 32
)(
  input  clk,
  input  rst_n,
  input  push,
  input  [ADDR_W-1:0] addr_in,
  input  [DATA_W-1:0] data_in,
  output pop,
  output [ADDR_W-1:0] addr_out,
  output [DATA_W-1:0] data_out,
  output empty
);
  reg [ADDR_W-1:0] addr_q [0:DEPTH-1];
  reg [DATA_W-1:0] data_q [0:DEPTH-1];
  reg [$clog2(DEPTH):0] head, tail, cnt;
  assign empty = (cnt==0);
  assign pop = (cnt>0);
  assign addr_out = addr_q[head];
  assign data_out = data_q[head];
  integer i;
  always @(posedge clk or negedge rst_n) begin
    if (!rst_n) begin
      head <= 0; tail <= 0; cnt <= 0;
      for (i=0;i<DEPTH;i++) begin addr_q[i] <= 0; data_q[i] <= 0; end
    end else begin
      if (push && cnt < DEPTH) begin
        addr_q[tail] <= addr_in;
        data_q[tail] <= data_in;
        tail <= tail + 1;
        cnt <= cnt + 1;
      end
      if (pop && cnt > 0) begin
        head <= head + 1;
        cnt <= cnt - 1;
      end
    end
  end
endmodule
```
`/design/flow/run.sh`:
```
#!/bin/bash
# OpenROAD 26Q1-2900-gdf79404cd8, Yosys 0.63+post, stock flow scripts
make -C /OpenROAD-flow-scripts/flow DESIGN_CONFIG=/design/flow/config.mk WORK_HOME=/design/flow/orfs finish
```
`/design/flow/config.mk`:
```
export PLATFORM = sky130hd
export DESIGN_NAME = Store_Queue
export DESIGN_NICKNAME = Store_Queue
export VERILOG_FILES = /design/flow/design.v
export SDC_FILE = /design/flow/constraint.sdc
export NUM_CORES = 4
export LEC_CHECK = 1
export CORE_UTILIZATION = 40
```
`/design/flow/constraint.sdc`:
```
current_design Store_Queue

set clk_period 38.4
set clk_io_pct 0.2

create_clock -name clk0 -period $clk_period [get_ports {clk}]

set non_clock_inputs [all_inputs -no_clocks]
set_input_delay [expr $clk_period * $clk_io_pct] -clock clk0 $non_clock_inputs
set_output_delay [expr $clk_period * $clk_io_pct] -clock clk0 [all_outputs]
```
==> CHANGELOG.md <==
### Implementation results

- Late-Pin Clk Latency: just under 1 ns
- Async SR Flop Fraction: around 100%
- CTS Hold Bufs: 0
- Placer's final routability congestion estimate: a little over 0.9
- Post-CTS Repair Setup Buffers: 0
- Fin crit share: a little under 40%
- Post_cts resized: 0
- Top logic family: multiplexers
- Congestion Overflow GR: 0
- H-tree Lvls: 5
- Ys cells: ~11k
- Synthesized instance count: 10.7k
- Clk_skew: around 0.03 ns
- Detailed Place HPWL: about 380 mm
- Critical Path RT: slightly above 30 ns
- Fillers: 31.2k
- Post-synth EDFFs: 0
- Synthesized cell area: 148000 um^2
- Die X: slightly above 600 um
- Xor/xnor share: less than 1%
- Headroom to the max-slew limit: between 20% and 30%
- CTS root buffer: clkbuf_16
- Number of buffers created by CTS: approximately 350
- # DRC: 0
- Via count of the first global-routing pass: roughly 110k
- Clock buffer depth: 4
- Post-Route WL: around 640 mm
- Maximum VDD drop: ~0.00008 V
- Global-route total usage across every layer: around 36%
- Fin crit period: roughly 15 ns
- Top Layout Cells: mux2_2, dfrtp_1, a22oi_1
- Hold Vio Cnt, Final: 0
- First-pass DRT Iterations: 9
- Post-synth cell types: around 77
- DR vias: 104k
- Critical path data arrival time: around 7.3 ns
- First-pass GRT wire length: slightly below 900 mm
- Antenna violations before repair: between 50 and 60
- Worst hold path type: flop to flop
- Sink Count: between 3k and 4k
- CP Capture Type: output pin
- Yosys reg bits: ~3.3k
- Status: completed
- Worst setup path class: flop to output pin
- Most numerous logic cell after layout: mux2_2
- Mean area per synthesized cell: ~14 um^2
- Startpoint Class: flop
- Compound-Gate Fraction of Synth Area: a little under a tenth
- Die Span Y: a little over 600 um
- Post-Route Setup TNS: 0 ns
- Fmax: ~0.067 GHz
- Fin. max-slew vios: 0
- # setup viols final: 0
- Total die size: between 300000 and 400000 um^2
- Largest net degree at the start of global routing: approximately 140
- Area delta synth->final: 14.2%
- Worst-path fanout max: 46
- Power per standard cell area: approximately 83 nW/um^2
- Log Warnings: around 83
- Antenna viol nets, final: 0
- Simple-Gate Fraction of Synth Area: 2.47%
- DR iter-0 viols: slightly below 9k
- Max-Cap Viols: 0
- MUX share of area: between 20% and 30%
- Post-layout util: between 40% and 50%
- Register share after synthesis: 56.5%
- Layout cells sized above 1: 43.5%
- Synth Flop Type: dfrtp_1
- PortBufs: ~210
- Vias/cell: roughly 6.5
- Std-Cell Rows: approximately 220
- CTS tree: built
- Drt wl/cell: 39.7 um
- IO Pins: between 200 and 250
- Worst-margin pin slew: 1.06 ns
- Init Core Util: 40.2%
- FF-to-FF setup slack: 34.09 ns
- Yosys Chip Area: around 150000 um^2
- CTS clk-pin slew, worst paths: approximately 0.060 ns
- Core ar.: approximately 370000 um^2
- Leak: 78.6 nW
- Area share of fa/ha/maj cells after synthesis: less than 1%
- Syn. warnings: 3
- RSZ-0062 raised after global routing: false
Yosys cell counts, types with 14 or more instances:
master     count  area (um^2)
buf_1        120          450
mux2_2      3489        39300
dfrtp_1     3344        83700
a41oi_1       45          394
nor3_1       123          616
nand4_1       58          363
nand2_1      200          751
a2bb2oi_1     22          193
a221o_1       25          250
o21ai_0       84          420
nand3_1       32          160
buf_2        267         1340
clkbuf_1     692         2600
a21oi_1       56          280
a221oi_1     138         1210
mux2i_1      247         2470
and3_1        27          169
a22o_1       148         1300
a32oi_1       23          201
a222oi_1     107         1070
nand3b_1      18          135
buf_4         36          270
o2bb2ai_1     24          210
a22oi_1      675         5070
a31oi_1       58          363
ha_1          15          188
a2111oi_0     41          359
o221ai_1      15          131
o211ai_1      37          278
nor3b_1       14          105
nor4_1        38          238
o2111a_1      21          236
mux4_2        17          383
o32ai_1       14          123
nor2_1       105          394
o22ai_1      140          876
flip-flops by register name (all words and copies together), names as in the netlist:
signal	count
tail	5
addr_q	1280
data_q	2048
head	5
cnt	6
worst paths after layout:
check,endpoint,start,depth (start not counted)
max in group asynchronous,data_q[10][21],rst_n,9
worst min-delay path,addr_q[1][14],addr_q[1][14],1
min in group asynchronous,addr_q[0][27],rst_n,1
worst max register to register,addr_q[26][6],tail[4],8
worst min register to register,addr_q[1][14],addr_q[1][14],1
worst max-delay path,addr_out[29],head[3],10
critical path, stage by stage, from the launching register on:
cell and delay (ns):
dfrtp_4 0.84, buf_4 0.61, buf_4 0.67, buf_4 0.60
a22o_4 0.54, or2_4 0.21, buf_4 0.55, buf_4 0.63
buf_4 0.65, a41oi_1 0.37, clkdlybuf4s50_1 0.50
logic make-up (layout without fill, tap and decap cells):
logic type,count (synthesis),after routing
other,0,98
xor gates and xnor gates,9,9
muxes,3756,3756
buffers and inverters,1141,1467
and+or+nand+nor,701,701
AOI/OAI and AO/OA,1730,1730
DFF,3344,3344
adders and majority gates,15,15
per-stage QoR:
stage | setup slack, ns | power, W | instances | area [um^2] | hold slack, ns
after floorplan | 27.51 | 0.00776 | 10696 | 148000 | 0.471
after CTS | 23.48 | 0.0139 | 15972 | 169000 | 0.501
after global placement | 24.53 | 0.0102 | 15333 | 157000 | 0.481
after detailed placement | 24.52 | 0.0104 | 15333 | 157000 | 0.487
after global routing | 23.32 | 0.0144 | 15985 | 169000 | 0.510
final | 23.46 | 0.0140 | 16070 | 169000 | 0.500
report_power, final:
| group | internal (W) | switching [W] | total [W] |
|---|---|---|---|
| registers | 0.00476 | 0.000645 | 0.00540 |
| clock network | 0.00203 | 0.00147 | 0.00351 |
| logic | 0.00205 | 0.00303 | 0.00508 |
area by class of cell:
type                    count  area, um^2  area share (%)
inverters                  14        52.6          0.0311
diodes                     98         245           0.145
multi-input cells        6211       60300            35.7
clock inverters           121        1400           0.830
repair buffers            814        6860            4.06
flip-flops and latches   3344       83700            49.5
clock buffers             518       10400            6.12
well taps                4950        6190            3.66
per-layer routing:
layer / vias to the layer above / global-route usage [%] / wire (um)
li1: 40520 / - / -
met1: 55234 / 43.5 / 225000
met2: 6665 / 48.2 / 268000
met3: 1906 / 22.5 / 98600
met4: 39 / 21.4 / 44400
met5: - / 1.27 / 979
Power figures rest on the tool's default switching activity, not on a simulated workload.
