===== design.v =====
`timescale 1ns / 1ps
(* keep_hierarchy = "yes" *) module FPU
(
    input CLK,
    input RST,
    input [63:0] INPUT_1,
    input [63:0] INPUT_2,
    input [63:0] INPUT_3,
    input [2:0] Rounding_Mode,
    input [2:0] FPU_OPERATION,
    input [2:0] FPU_SUB_OPERATION,
    input SP_DP,
    output reg [63:0] OUTPUT,
    output reg INVALID,
    output reg DIVIDE_BY_ZERO,
    output reg OVERFLOW,
    output reg UNDERFLOW,
    output reg INEXACT
);
reg [63:0] OUTPUT_int;
reg READY_int;
reg INVALID_int;
reg DIVIDE_BY_ZERO_int;
reg OVERFLOW_int;
reg UNDERFLOW_int;
reg INEXACT_int;
wire [65:0] OUTPUT_ADD;
wire [65:0] OUTPUT_MULT;
wire [65:0] OUTPUT_DIV;
wire [65:0] OUTPUT_SQRT;
wire [65:0] OUTPUT_FUSED_MULT_ADD = FPU_SUB_OPERATION[1] ? (SP_DP ? (OUTPUT_ADD ^ 66'h08000000000000000) : (OUTPUT_ADD ^ 66'h0000000080000000)) : OUTPUT_ADD;
wire [63:0] OUTPUT_COMPARE;
wire [63:0] OUTPUT_CONVERT;
wire [31:0] OUTPUT_TRANSFER;
wire INVALID_ADD;
wire INVALID_MULT;
wire INVALID_DIV;
wire INVALID_SQRT;
wire INVALID_COMPARE;
wire INVALID_CONVERT;
wire DIVIDE_BY_ZERO_DIV;
wire OVERFLOW_ADD;
wire OVERFLOW_MULT;
wire OVERFLOW_DIV;
wire OVERFLOW_SQRT;
wire OVERFLOW_CONVERT;
wire UNDERFLOW_ADD;
wire UNDERFLOW_MULT;
wire UNDERFLOW_DIV;
wire UNDERFLOW_SQRT;
wire UNDERFLOW_CONVERT;
wire INEXACT_ADD;
wire INEXACT_MULT;
wire INEXACT_DIV;
wire INEXACT_SQRT;
wire INEXACT_CONVERT;
reg [65:0] OUTPUT_FPC_IEEE;
wire [63:0] OUTPUT_IEEE_SP;
wire [63:0] OUTPUT_IEEE_DP;
wire [63:0] OUTPUT_IEEE = SP_DP ? OUTPUT_IEEE_DP : {{32{1'b0}},OUTPUT_IEEE_SP[31:0]};
wire [65:0] INPUT_1_FLOPOCO_SP;
wire [65:0] INPUT_2_FLOPOCO_SP;
wire [65:0] INPUT_3_FLOPOCO_SP;
wire [65:0] INPUT_1_FLOPOCO_DP;
wire [65:0] INPUT_2_FLOPOCO_DP;
wire [65:0] INPUT_3_FLOPOCO_DP;
wire [65:0] INPUT_1_FLOPOCO = SP_DP ? INPUT_1_FLOPOCO_DP : {{32{1'b0}},INPUT_1_FLOPOCO_SP[33:0]};
wire [65:0] INPUT_2_FLOPOCO = SP_DP ? INPUT_2_FLOPOCO_DP : {{32{1'b0}},INPUT_2_FLOPOCO_SP[33:0]};
wire [65:0] INPUT_3_FLOPOCO = SP_DP ? INPUT_3_FLOPOCO_DP : {{32{1'b0}},INPUT_3_FLOPOCO_SP[33:0]};
wire [65:0] INPUT_1_ADD = (FPU_OPERATION == 3'b000) ? INPUT_1_FLOPOCO : (FPU_OPERATION == 3'b110) ? OUTPUT_MULT : {66{1'b0}};
wire [65:0] INPUT_2_ADD = (FPU_OPERATION == 3'b000) ? INPUT_2_FLOPOCO : (FPU_OPERATION == 3'b110) ? INPUT_3_FLOPOCO : {66{1'b0}};
wire [65:0] INPUT_1_MULT = ((FPU_OPERATION == 3'b001) | (FPU_OPERATION == 3'b110)) ? INPUT_1_FLOPOCO : {66{1'b0}};
wire [65:0] INPUT_2_MULT = ((FPU_OPERATION == 3'b001) | (FPU_OPERATION == 3'b110)) ? INPUT_2_FLOPOCO : {66{1'b0}};
wire [65:0] INPUT_1_DIV = (FPU_OPERATION == 3'b010) ? INPUT_1_FLOPOCO : {66{1'b0}};
wire [65:0] INPUT_2_DIV = (FPU_OPERATION == 3'b010) ? INPUT_2_FLOPOCO : {66{1'b0}};
wire [65:0] INPUT_SQRT = (FPU_OPERATION == 3'b011) ? INPUT_1_FLOPOCO : {66{1'b0}};
wire [63:0] INPUT_1_COMPARE = (FPU_OPERATION == 3'b100) ? INPUT_1 : {64{1'b0}};
wire [63:0] INPUT_2_COMPARE = (FPU_OPERATION == 3'b100) ? INPUT_2 : {64{1'b0}};
wire [63:0] INPUT_1_CONVERT = (FPU_OPERATION == 3'b101) ? INPUT_1 : {64{1'b0}};
wire [63:0] INPUT_2_CONVERT = (FPU_OPERATION == 3'b101) ? INPUT_2 : {64{1'b0}};
wire [63:0] INPUT_TRANSFER = (FPU_OPERATION == 3'b111) ? INPUT_1 : {64{1'b0}};
wire [63:0] INPUT_1_IEEE_FPC_SP = ((SP_DP == 1'b0) | (FPU_OPERATION == 3'b000) | (FPU_OPERATION == 3'b001) | (FPU_OPERATION == 3'b010) | (FPU_OPERATION == 3'b011) | (FPU_OPERATION == 3'b110)) ? INPUT_1 : {64{1'b0}};
wire [63:0] INPUT_2_IEEE_FPC_SP = ((SP_DP == 1'b0) | (FPU_OPERATION == 3'b000) | (FPU_OPERATION == 3'b001) | (FPU_OPERATION == 3'b010) | (FPU_OPERATION == 3'b011) | (FPU_OPERATION == 3'b110)) ? INPUT_2 : {64{1'b0}};
wire [63:0] INPUT_3_IEEE_FPC_SP = ((SP_DP == 1'b0) | (FPU_OPERATION == 3'b000) | (FPU_OPERATION == 3'b001) | (FPU_OPERATION == 3'b010) | (FPU_OPERATION == 3'b011) | (FPU_OPERATION == 3'b110)) ? INPUT_3 : {64{1'b0}};
wire [63:0] INPUT_1_IEEE_FPC_DP = ((SP_DP == 1'b1) | (FPU_OPERATION == 3'b000) | (FPU_OPERATION == 3'b001) | (FPU_OPERATION == 3'b010) | (FPU_OPERATION == 3'b011) | (FPU_OPERATION == 3'b110)) ? INPUT_1 : {64{1'b0}};
wire [63:0] INPUT_2_IEEE_FPC_DP = ((SP_DP == 1'b1) | (FPU_OPERATION == 3'b000) | (FPU_OPERATION == 3'b001) | (FPU_OPERATION == 3'b010) | (FPU_OPERATION == 3'b011) | (FPU_OPERATION == 3'b110)) ? INPUT_2 : {64{1'b0}};
wire [63:0] INPUT_3_IEEE_FPC_DP = ((SP_DP == 1'b1) | (FPU_OPERATION == 3'b000) | (FPU_OPERATION == 3'b001) | (FPU_OPERATION == 3'b010) | (FPU_OPERATION == 3'b011) | (FPU_OPERATION == 3'b110)) ? INPUT_3 : {64{1'b0}};
always @ (*) begin
    if (RST) begin
        OUTPUT <= {64{1'b0}};
        INVALID <= 1'b0;
        DIVIDE_BY_ZERO <= 1'b0;
        OVERFLOW <= 1'b0;
        UNDERFLOW <= 1'b0;
        INEXACT <= 1'b0;    
    end
    else begin
        OUTPUT <= OUTPUT_int;
        INVALID <= INVALID_int;
        DIVIDE_BY_ZERO <= DIVIDE_BY_ZERO_int;
        OVERFLOW <= OVERFLOW_int;
        UNDERFLOW <= UNDERFLOW_int;
        INEXACT <= INEXACT_int;   
    end
end
always @(*) begin
    case(FPU_OPERATION)
        3'b000 : begin
            OUTPUT_int = OUTPUT_IEEE;
            OUTPUT_FPC_IEEE = OUTPUT_ADD;
        end
        3'b001 : begin
            OUTPUT_int = OUTPUT_IEEE;   
            OUTPUT_FPC_IEEE = OUTPUT_MULT;   
        end
        3'b010 : begin
            OUTPUT_int = OUTPUT_IEEE;     
            OUTPUT_FPC_IEEE = OUTPUT_DIV; 
        end
        3'b011 : begin
            OUTPUT_int = OUTPUT_IEEE;    
            OUTPUT_FPC_IEEE = OUTPUT_SQRT; 
        end
        3'b100 : begin
            OUTPUT_int = OUTPUT_COMPARE;  
            OUTPUT_FPC_IEEE = {66{1'b0}};
        end
        3'b101 : begin
            OUTPUT_int = OUTPUT_CONVERT; 
            OUTPUT_FPC_IEEE = {66{1'b0}};       
        end
        3'b110 : begin
            OUTPUT_int = OUTPUT_IEEE; 
            OUTPUT_FPC_IEEE = OUTPUT_FUSED_MULT_ADD;  
        end
        3'b111 : begin
            OUTPUT_int = {{32{1'b0}},OUTPUT_TRANSFER}; 
            OUTPUT_FPC_IEEE = {66{1'b0}};       
        end
        default: begin
            OUTPUT_int = {64{1'b0}};  
            OUTPUT_FPC_IEEE = {66{1'b0}};      
        end
    endcase
end
always @(*) begin
    case(FPU_OPERATION)
        3'b000 : begin
            INVALID_int <= INVALID_ADD;
            DIVIDE_BY_ZERO_int <= 1'b0;
            OVERFLOW_int <= OVERFLOW_ADD;
            UNDERFLOW_int <= UNDERFLOW_ADD;
            INEXACT_int <= INEXACT_ADD;
        end
        3'b001 : begin
            INVALID_int <= INVALID_MULT;
            DIVIDE_BY_ZERO_int <= 1'b0;
            OVERFLOW_int <= OVERFLOW_MULT;
            UNDERFLOW_int <= UNDERFLOW_MULT;
            INEXACT_int <= INEXACT_MULT;            
        end
        3'b010 : begin
            INVALID_int <= INVALID_DIV;
            DIVIDE_BY_ZERO_int <= DIVIDE_BY_ZERO_DIV;
            OVERFLOW_int <= OVERFLOW_DIV;
            UNDERFLOW_int <= UNDERFLOW_DIV;
            INEXACT_int <= INEXACT_DIV;  
        end
        3'b011 : begin
            INVALID_int <= INVALID_SQRT;
            DIVIDE_BY_ZERO_int <= 1'b0;
            OVERFLOW_int <= OVERFLOW_SQRT;
            UNDERFLOW_int <= UNDERFLOW_SQRT;
            INEXACT_int <= INEXACT_SQRT;    
        end
        3'b100 : begin
            INVALID_int <= INVALID_COMPARE;
            DIVIDE_BY_ZERO_int <= 1'b0;
            OVERFLOW_int <= 1'b0;
            UNDERFLOW_int <= 1'b0;
            INEXACT_int <= 1'b0;   
        end
        3'b101 : begin
            INVALID_int <= INVALID_CONVERT;
            DIVIDE_BY_ZERO_int <= 1'b0;
            OVERFLOW_int <= OVERFLOW_CONVERT;
            UNDERFLOW_int <= UNDERFLOW_CONVERT;
            INEXACT_int <= INEXACT_CONVERT;          
        end
        3'b110 : begin
            INVALID_int <= INVALID_MULT | INVALID_ADD;
            DIVIDE_BY_ZERO_int <= 1'b0;
            OVERFLOW_int <= OVERFLOW_ADD;
            UNDERFLOW_int <= UNDERFLOW_ADD;
            INEXACT_int <= INEXACT_ADD | INEXACT_MULT;    
        end
        3'b111 : begin
            INVALID_int <= 1'b0;
            DIVIDE_BY_ZERO_int <= 1'b0;
            OVERFLOW_int <= 1'b0;
            UNDERFLOW_int <= 1'b0;
            INEXACT_int <= 1'b0;       
        end
        default: begin
            INVALID_int <= 1'b0;
            DIVIDE_BY_ZERO_int <= 1'b0;
            OVERFLOW_int <= 1'b0;
            UNDERFLOW_int <= 1'b0;
            INEXACT_int <= 1'b0;       
        end
    endcase
end
ADD fpu_add(    .INPUT_1(INPUT_1_ADD), 
                .INPUT_2(INPUT_2_ADD), 
                .Rounding_Mode(Rounding_Mode), 
                .SP_DP(SP_DP), 
                .ADD_SUB(FPU_SUB_OPERATION[0]), 
                .OUTPUT(OUTPUT_ADD),
                .INVALID(INVALID_ADD),
                .OVERFLOW(OVERFLOW_ADD),
                .UNDERFLOW(UNDERFLOW_ADD),
                .INEXACT(INEXACT_ADD));
MULT fpu_mult(  .INPUT_1(INPUT_1_MULT), 
                .INPUT_2(INPUT_2_MULT), 
                .Rounding_Mode(Rounding_Mode), 
                .SP_DP(SP_DP),
                .OUTPUT(OUTPUT_MULT),
                .INVALID(INVALID_MULT),
                .OVERFLOW(OVERFLOW_MULT),
                .UNDERFLOW(UNDERFLOW_MULT),
                .INEXACT(INEXACT_MULT));
DIV fpu_div(    .INPUT_1(INPUT_1_DIV), 
                .INPUT_2(INPUT_2_DIV), 
                .Rounding_Mode(Rounding_Mode), 
                .SP_DP(SP_DP),
                .OUTPUT(OUTPUT_DIV),
                .INVALID(INVALID_DIV),
                .DIVIDE_BY_ZERO(DIVIDE_BY_ZERO_DIV),
                .OVERFLOW(OVERFLOW_DIV),
                .UNDERFLOW(UNDERFLOW_DIV),
                .INEXACT(INEXACT_DIV));               
SQRT fpu_sqrt(  .INPUT(INPUT_SQRT),
                .Rounding_Mode(Rounding_Mode), 
                .SP_DP(SP_DP),
                .OUTPUT(OUTPUT_SQRT),
                .INVALID(INVALID_SQRT),
                .OVERFLOW(OVERFLOW_SQRT),
                .UNDERFLOW(UNDERFLOW_SQRT),
                .INEXACT(INEXACT_SQRT)); 
COMPARE fpu_compare(    .INPUT_1(INPUT_1_COMPARE), 
                        .INPUT_2(INPUT_2_COMPARE),  
                        .SP_DP(SP_DP),
                        .OPERATION(FPU_SUB_OPERATION),
                        .OUTPUT(OUTPUT_COMPARE),
                        .INVALID(INVALID_COMPARE));    
CONVERT fpu_convert(    .INPUT_1(INPUT_1_CONVERT), 
                        .INPUT_2(INPUT_2_CONVERT),
                        .Rounding_Mode(Rounding_Mode),   
                        .SP_DP(SP_DP),
                        .OPERATION(FPU_SUB_OPERATION),
                        .OUTPUT(OUTPUT_CONVERT),
                        .INVALID(INVALID_CONVERT),
                        .OVERFLOW(OVERFLOW_CONVERT),
                        .UNDERFLOW(UNDERFLOW_CONVERT),
                        .INEXACT(INEXACT_CONVERT));
TRANSFER fpu_transfer(  .INPUT(INPUT_TRANSFER),
                        .SP_DP(SP_DP),
                        .OPERATION(FPU_SUB_OPERATION),
                        .OUTPUT(OUTPUT_TRANSFER));
IEEE_TO_FLOPOCO_DP fpu_ieee_to_flopoco_dp_1(.X(INPUT_1_IEEE_FPC_DP),
                                            .R(INPUT_1_FLOPOCO_DP));
IEEE_TO_FLOPOCO_SP fpu_ieee_to_flopoco_sp_1(.X(INPUT_1_IEEE_FPC_SP[31:0]),
                                            .R(INPUT_1_FLOPOCO_SP[33:0]));
IEEE_TO_FLOPOCO_DP fpu_ieee_to_flopoco_dp_2(.X(INPUT_2_IEEE_FPC_DP),
                                            .R(INPUT_2_FLOPOCO_DP));
IEEE_TO_FLOPOCO_SP fpu_ieee_to_flopoco_sp_2(.X(INPUT_2_IEEE_FPC_SP[31:0]),
                                            .R(INPUT_2_FLOPOCO_SP[33:0]));
IEEE_TO_FLOPOCO_DP fpu_ieee_to_flopoco_dp_3(.X(INPUT_3_IEEE_FPC_DP),
                                            .R(INPUT_3_FLOPOCO_DP));
IEEE_TO_FLOPOCO_SP fpu_ieee_to_flopoco_sp_3(.X(INPUT_3_IEEE_FPC_SP[31:0]),
                                            .R(INPUT_3_FLOPOCO_SP[33:0]));
FLOPOCO_TO_IEEE_DP fpu_flopoco_to_ieee_dp(  .X(OUTPUT_FPC_IEEE),
                                            .R(OUTPUT_IEEE_DP));
FLOPOCO_TO_IEEE_SP fpu_flopoco_to_ieee_sp(  .X(OUTPUT_FPC_IEEE[33:0]),
                                            .R(OUTPUT_IEEE_SP[31:0]));
endmodule
module tag_ram #(
  parameter ENTRIES = 256,
  parameter TAG_W = 20
)(
  input logic clk, rst_n,
  input logic [$clog2(ENTRIES)-1:0] addr,
  input logic wr,
  input logic [TAG_W-1:0] tag_in,
  output logic [TAG_W-1:0] tag_out
);
  logic [TAG_W-1:0] ram [0:ENTRIES-1];
  always_ff @(posedge clk) begin
    if (wr) ram[addr] <= tag_in;
    tag_out <= ram[addr];
  end
endmodule

===== run.sh =====
#!/bin/bash
# OpenROAD 26Q1-2900-gdf79404cd8, Yosys 0.63+post, stock flow scripts
make -C /OpenROAD-flow-scripts/flow DESIGN_CONFIG=/design/flow/config.mk WORK_HOME=/design/flow/orfs finish

===== config.mk =====
export PLATFORM = sky130hd
export DESIGN_NAME = tag_ram
export DESIGN_NICKNAME = tag_ram
export VERILOG_FILES = /design/flow/design.v
export SDC_FILE = /design/flow/constraint.sdc
export NUM_CORES = 4
export LEC_CHECK = 1
export CORE_UTILIZATION = 40
export SYNTH_MEMORY_MAX_BITS = 65536

===== constraint.sdc =====
current_design tag_ram

set clk_period 30.1
set clk_io_pct 0.2

create_clock -name clk0 -period $clk_period [get_ports {clk}]

set non_clock_inputs [all_inputs -no_clocks]
set_input_delay [expr $clk_period * $clk_io_pct] -clock clk0 $non_clock_inputs
set_output_delay [expr $clk_period * $clk_io_pct] -clock clk0 [all_outputs]

==> run_results.csv <==
group,metric,value,unit
clocking,ctsResizeCount,0,
global_route,first_global_vias,101000,
setup_path,path_class,"in2reg",
timing,finalHoldViolations,0,
timing,period_needed,11.38,ns
detailed_routing,drt-total-wl,494000,µm
clocking,cts_hold_buf,0,
timing,relSlewSlack,20.0,%
hold_path,hold_class,"reg2reg",
outcome,status,"completed",
synthesis,numSynthFlops,5140,
timing,finalClockSkew,0.0289,ns
cells_and_area,area_growth,14.6,%
floorplan,fp_util,40.2,%
run,cap_violations,0,
synthesis,area_leaders,"edfxtp_1, mux4_2, a22oi_1, a21oi_1, clkbuf_1",
global_route,grt_usage,22.5,%
timing,period_used_share,37.8,%
timing,fmax,87.9,MHz
setup_path,critPathMostFrequentCell,"buf_4",
pwr,p_sw,3.07,mW
synthesis,ys_seq_share,79.6,%
detailed_routing,drt_iter0_drc,5824,
floorplan,core,0.482,mm²
detailed_routing,drtAntennaViolNets,0,
synthesis,top_area_share,79.4,%
setup_path,cp-start-kind,"input pin",
synthesis,netlist_instances,8318,
pwr,power.density,66.6,mW/mm²
synthesis,netlist_area,0.194,mm²
synthesis,synth-area-yosys,0.194,mm²
pwr,intPower,11.7,mW
global_route,grt_max_degree,136,
detailed_routing,via_per_inst,5.70,
synthesis,largest_area_cell,"edfxtp_1",
cells_and_area,regArea,0.154,mm²
detailed_routing,vias,89900,
floorplan,fp.dieW,698,µm
floorplan,die_y,698,µm
timing,setup_violations,0,
setup_path,critPathCaptureType,"register",
clocking,cts.path.max_buffers,4,
pwr,power_frac_seq,53.5,%
cells_and_area,layout_top_cell,"edfxtp_1",
global_route,antenna_found_initial,15,
clocking,root_buffer,"clkbuf_16",
detailed_routing,drt_pre_antenna_iters,7,
placed_design,dp_hpwl,287000,µm
clocking,cts_buffers,524,
timing,finalSetupTns,0,ns
setup_path,worstPathRequired,30.95,ns
pwr,total_power,14.8,mW
detailed_routing,drc,0,
synthesis,synth_cell_types,22,
pwr,pwr-share-clk,42.1,%
setup_path,worst_ep_arrival_time,12.23,ns
pwr,p_sw_share,20.8,%
clocking,insertion_delay,1.02,ns
synthesis,ys_cells,8318,
pwr,p_leak,67.7,nW
cells_and_area,drive_gt1_share,31.0,%
pwr,peakVddDrop,0.0611,mV
synthesis,yosysWarnings,1,
timing,slew_violations,0,
setup_path,worst_path_max_delay_cell,"o41ai_1",
cells_and_area,fill_cells,38600,
cells_and_area,final_cell_mix,"edfxtp_1, mux4_2, a22oi_1, buf_4, clkbuf_16",
run,warning_count,36,
setup_path,cp_cell_sequence,"buf_16 > buf_12 > buf_4 > buf_4 > buf_4 > buf_4 > buf_4 > mux4_2 > a22oi_1 > a21oi_1 > o41ai_1 > nand4_1",
clocking,cts_max_level,6,
timing,rsz0062_at_grt,"false",
placed_design,gp_congestion,0.856,
floorplan,die-area,0.487,mm²
clocking,cts_tree,"yes",
clocking,clk_pin_slew,0.06,ns
global_route,grt_pass1_wl,707000,µm
setup_path,max_stage_delay,0.79,ns
global_route,grt_overflow,0,
clocking,cts_sinks,5140,
clocking,cts_setup_buffers,0,
placed_design,portBuffers,49,
timing,tightest_slew,1.20,ns
floorplan,row_count,255,
cells_and_area,logic_area,0.0385,mm²
pwr,pwr-share-comb,4.5,%
floorplan,ios,51,
detailed_routing,wl_per_cell,31.4,µm
synthesis,avgSynthCellArea,23.3,µm²
setup_path,worst-path-max-fanout,70,
logic make-up after synthesis:
| kind of cell | Yosys count | share of synthesized area, % |
|---|---|---|
| compound gates | 1040 | 3.67 |
| buf+inv | 516 | 1.14 |
| flops | 5140 | 79.6 |
| mux | 1280 | 14.9 |
| simple gates | 342 | 0.741 |
power by group through the flow:
| stage | clock [mW] | sequential [mW] | combinational, mW |
|---|---|---|---|
| CTS | 6.32 | 7.90 | 0.671 |
| global route | 6.59 | 7.90 | 0.712 |
| finish | 6.22 | 7.91 | 0.662 |
stage by stage:
| step | setup slack (ns) | utilization, % | cells | hold WS, ns | instance area (µm²) |
|---|---|---|---|---|---|
| global route | 18.17 | 46.0 | 15800 | 1.03 | 222000 |
| CTS | 18.62 | 46.0 | 15800 | 0.983 | 222000 |
| global placement | 17.61 | 42.6 | 14800 | 0.989 | 206000 |
| floorplan | 21.06 | - | 8318 | 0.819 | 194000 |
| detailed placement | 17.54 | 42.6 | 14800 | 0.971 | 206000 |
| finish | 18.72 | 46.0 | 15800 | 0.981 | 222000 |
registers in the layout, summed over array words and instances, names as in the netlist:
signal,count
ram,5120
tag_out,20
cell usage after synthesis:
master / number
a21oi_1: 320
a22oi_1: 640
and2_1: 3
buf_1: 65
buf_2: 130
buf_4: 18
buf_6: 6
clkbuf_1: 296
dfxtp_1: 20
edfxtp_1: 5120
inv_1: 1
mux4_2: 1280
nand2_1: 28
nand2b_1: 6
nand3_1: 13
nand4_1: 20
nor2_1: 232
nor2b_1: 7
nor3_1: 30
o41ai_1: 80
or2_2: 2
or3_1: 1
cell type report:
type | instances | area share [%]
multi-input combinational | 2662 | 17.3
sequential | 5140 | 69.4
antenna | 5 | 0.00563
clock buffer | 673 | 6.37
tap | 6425 | 3.62
timing repair buffer | 610 | 2.23
inverter | 1 | 0.00169
clock inverter | 248 | 1.02
path summary, 6_finish.rpt:
path                            cells after the start                   start  slack, ns                   to
worst min-delay path                                5  ram[213][18]$_DFFE_PP_       0.98  tag_out[18]$_DFF_P_
worst max-delay path                               12                 addr[0]      18.72  tag_out[13]$_DFF_P_
worst max register to register                      6    ram[11][9]$_DFFE_PP_      27.25   tag_out[9]$_DFF_P_
worst min register to register                      5  ram[213][18]$_DFFE_PP_       0.98  tag_out[18]$_DFF_P_
worst max-delay path, delay by kind of cell:
kind	cells	cell delay, ns
multiplexers	1	0.56
AND-OR/OR-AND	3	1.16
AND/OR/NAND/NOR	1	0.17
buffers and inverters	7	3.97
per-layer routing:
layer | routed length [µm] | track usage (%)
met3 | 94800 | 19.4
met4 | 17800 | 6.13
met1 | 143000 | 24.0
met5 | 1480 | 2.49
met2 | 237000 | 33.4
No activity file was given, so power comes from the tool's default toggle rates.
